==> flow/design.v <==
module voting_machine (
    input clk,                    
    input reset,                  
    input enable_vote,            
    input vote_A,                 
    input vote_B,                 
    input vote_C,                 
    input confirm_vote,           
    output reg [6:0] votes_A,     
    output reg [6:0] votes_B,     
    output reg [6:0] votes_C,     
    output reg max_votes_A,       
    output reg max_votes_B,       
    output reg max_votes_C,       
    output reg [1:0] winner       
);
reg pending_vote_A, pending_vote_B, pending_vote_C;
always @(posedge clk or posedge reset) begin
    if (reset) begin
        votes_A <= 7'd0;          
        votes_B <= 7'd0;          
        votes_C <= 7'd0;          
        max_votes_A <= 0;         
        max_votes_B <= 0;         
        max_votes_C <= 0;         
        winner <= 2'b00;          
        pending_vote_A <= 0;
        pending_vote_B <= 0;
        pending_vote_C <= 0;
    end 
    else if (enable_vote) begin   
        if (vote_A && votes_A < 7'd127) begin
            pending_vote_A <= 1;
        end
        if (vote_B && votes_B < 7'd127) begin
            pending_vote_B <= 1;
        end
        if (vote_C && votes_C < 7'd127) begin
            pending_vote_C <= 1;
        end
        if (confirm_vote) begin
            if (pending_vote_A) begin
                votes_A <= votes_A + 1;
                pending_vote_A <= 0;
            end
            if (pending_vote_B) begin
                votes_B <= votes_B + 1;
                pending_vote_B <= 0;
            end
            if (pending_vote_C) begin
                votes_C <= votes_C + 1;
                pending_vote_C <= 0;
            end
        end
        if (votes_A == 7'd127) begin
            max_votes_A <= 1;
        end
        if (votes_B == 7'd127) begin
            max_votes_B <= 1;
        end
        if (votes_C == 7'd127) begin
            max_votes_C <= 1;
        end
    end
end
always @(posedge clk or posedge reset) begin
    if (reset) begin
        winner <= 2'b00;  
    end else begin
        if (votes_A > votes_B && votes_A > votes_C) begin
            winner <= 2'b01;   
        end else if (votes_B > votes_A && votes_B > votes_C) begin
            winner <= 2'b10;   
        end else if (votes_C > votes_A && votes_C > votes_B) begin
            winner <= 2'b11;   
        end else begin
            winner <= 2'b00;   
        end
    end
end
endmodule
==> flow/run.sh <==
#!/bin/bash
# OpenROAD 26Q1-2900-gdf79404cd8, Yosys 0.63+post, stock flow scripts
make -C /OpenROAD-flow-scripts/flow DESIGN_CONFIG=/design/flow/config.mk WORK_HOME=/design/flow/orfs finish
==> flow/config.mk <==
export PLATFORM = sky130hd
export DESIGN_NAME = voting_machine
export DESIGN_NICKNAME = voting_machine
export VERILOG_FILES = /design/flow/design.v
export SDC_FILE = /design/flow/constraint.sdc
export NUM_CORES = 4
export LEC_CHECK = 1
export CORE_UTILIZATION = 30
==> flow/constraint.sdc <==
current_design voting_machine

set clk_period 2.2
set clk_io_pct 0.2

create_clock -name clk0 -period $clk_period [get_ports {clk}]

set non_clock_inputs [all_inputs -no_clocks]
set_input_delay [expr $clk_period * $clk_io_pct] -clock clk0 $non_clock_inputs
set_output_delay [expr $clk_period * $clk_io_pct] -clock clk0 [all_outputs]
==> results.toml <==
# yosys + openroad results
[status]
status = "completed"

[yosys]
edf_count = 0
syn_area_um2 = 1270
synth_cell_type_count = 29
yosysWarnings = 5
yosysSeqAreaShare_pct = 53.0
ys_ff = 27
yosys_area_um2 = 1270
avgSynthCellArea_um2 = 11.9
async_flop_share_pct = 100
synth_cells = 107
yosys_most_used_dff = "dfrtp_1"
ys_cells = 107

[setup_path]
critPathBufInv = 1
crit_required_ns = 1.76
path_class = "reg2out"
end_kind = "output port"
reg2reg_depth = 4
cpLargestDelayFamily = "buffers and inverters"
endpoint = "votes_A[2]"
worst-r2r-setup-slack_ns = 0.87
crit_arrival_ns = 1.24
cp-start-kind = "flop"
slowest_delay_ns = 0.50
crit_start = "votes_A[2]"
slowest_stage = "clkdlybuf4s50_1"
crit_chain = "clkdlybuf4s50_1"
timing.rr.end = "votes_B[6]"
critical_path_depth = 1
path_max_fanout = 5
r2r_start = "votes_B[0]"

[finish]
fill_cells = 397
lay_top_cells = "30 x clkdlybuf4s50_1, 27 x dfrtp_1, 11 x xor2_1"
synthToLayoutAreaGrowth_pct = 31.5
layout-drive-gt1-share_pct = 13.5
fin_area_um2 = 1680
lay_top_count = "clkdlybuf4s50_1"
final_util_pct = 41.6

[floorplan]
chipArea_um2 = 4510
rows = 23
core_area_um2 = 4030
die_width_um = 67.2
die_height_um = 67.2
core_util_floorplan_pct = 31.6
io_pins = 33

[power_and_ir_drop]
powerDensity_nw_per_um2 = 944
p_leak_nw = 0.733
ir_worst_vdd_uv = 340
p_switching_mw = 0.487
p_seq_share_pct = 52.7
switching_share_pct = 30.8
p_int_mw = 1.09
finalPower_mw = 1.58
clkPwrFrac_pct = 17.5
comb_power_share_pct = 29.8

[sta]
timing.fmax_ghz = 0.594
period_used_pct = 76.5
clock_skew_ns = 0.00907
slew_viol_final = 0
layout_setup_ws_ns = 0.517
period_needed_ns = 1.68
grt_setup_unrepaired = "false"
hold_viol_final = 0
setup_viol = 0
tns_ns = 0

[placed_design]
port_buffers = 30
place_area_um2 = 1630
gp_routability_congestion = 0.833
dp_hpwl_um = 1700
place_ws_ns = 0.245

[drt]
dr_total_vias = 865
drt_iter0_drc = 24
insertedDiodeCount = 0
drt-total-wl_um = 2330
drt-vias-per-instance = 4.53
drtPass1Iterations = 4
drt.antenna.violating_nets = 0
route.detailed.drc = 0
wire_per_inst_um = 12.2

[cts]
clkTransAtPathRegs_ns = 0.08
post_cts_buffers = 0
cts_tree = "done"
cts_hold_buf = 0
cts_buffers = 3
cts-root-buf = "clkbuf_8"
insertion_delay_ns = 0.27
clockBufferDepth = 2
cts.sinks = 27
cts_htree_levels = 1
cts_resized = 0

[job]
tool_warnings = 25
maxCapViolCount = 0

[global_route]
grt_overflow = 0
grt_pass1_vias = 794
grtUsageTotal_pct = 11.1
grt_pass1_wl_um = 3710
grt_max_degree = 28
antenna_found_initial = 0

[min_path]
hold_path.class = "reg2reg"
-- power by group through the flow --
stage	Clock, mW	Combinational (mW)	Sequential (mW)
4_1_cts	0.289	0.481	0.836
5_1_grt	0.300	0.539	0.868
6_report	0.277	0.471	0.834
-- state kept, by name, summed over array words and instances (netlist names) --
register and count:
votes_A 7, votes_B 7, votes_C 7, max_votes_A 1, max_votes_B 1, max_votes_C 1
pending_vote_A 1, pending_vote_B 1, pending_vote_C 1
-- kinds of logic (layout without fill, tap and decap cells) --
group,count (synthesis),after routing,share of synthesized area [%]
multiplexers,3,3,2.65
XOR/XNOR,18,18,12.4
other,1,2,0.294
flip-flops,27,27,53.0
adder cells (fa/ha/maj),3,3,2.94
AND/OR/NAND/NOR,42,42,21.0
buffers and inverters,5,38,2.94
AND-OR/OR-AND,8,8,4.81
-- cell usage after synthesis, types with 2 or more instances --
cell	n	area [um^2]
buf_4	3	22.5
nor2_1	5	18.8
ha_1	3	37.5
nand3_1	8	40.0
dfrtp_1	27	676
nand3_2	2	20.0
nor3_2	3	30.0
xnor2_1	7	61.3
mux2_1	3	33.8
nand2_1	10	37.5
nor2_2	4	25.0
nand4_1	4	25.0
xor2_1	11	96.3
nand4_4	2	42.5
-- final cells by class --
| type | instances | area (um^2) | share of cell area (%) |
|---|---|---|---|
| Multi-Input combinational cell | 76 | 566 | 33.7 |
| Sequential cell | 27 | 676 | 40.3 |
| Clock buffer | 3 | 41.3 | 2.46 |
| Tap cell | 50 | 62.6 | 3.73 |
| Timing Repair Buffer | 33 | 323 | 19.3 |
| Clock inverter | 1 | 5.00 | 0.299 |
| Inverter | 1 | 3.75 | 0.224 |
-- worst min-delay path by stage --
stage                from           to  slack, ns  cells after the start
finish        max_votes_A  max_votes_A       0.48                      1
CTS           max_votes_A  max_votes_A       0.49                      1
global route   votes_C[6]   votes_C[6]       0.52                      1
-- metrics by stage --
step / hold WS (ns) / cells
final: 0.484 / 191
after CTS: 0.490 / 191
after detailed placement: 0.466 / 187
after global routing: 0.518 / 191
after global placement: 0.468 / 187
after floorplan: 0.413 / 108
-- routing by layer --
metal  GRT usage (%)  share of wire (%)
met1            19.0                 49
met4            1.60                1.1
met2            15.0                 44
met3            2.05                5.2
met5               0                  0
Power figures rest on the tool's default switching activity, not on a simulated workload.
